## flow/design.v

```verilog
`timescale 1ns / 1ps
`default_nettype none
module main	(
		input wire CLOCK_50,             
        input wire [9:0] SW,             
		input wire [3:0] KEY,            
        output wire [(8*6) -1:0] HEX,    
        output reg [9:0] LED,            
		output wire [7:0] x,             
        output wire [6:0] y,
        output wire [2:0] colour,        
        output wire plot,                
        output wire vga_resetn           
);    
    always @(*) LED[9] <= SW[9];
    genvar i;
    generate for(i = 0; i < 9; i = i + 1) begin
        always @(SW[i], LED[i+1]) LED[i] <= LED[i+1] ^ SW[i];
    end endgenerate
    reg [15:0] pattern = 16'h7FFF;
    reg [9:0] slow_clk = 0;
    always @(posedge CLOCK_50) begin
        if (slow_clk == 999) begin
            pattern <= {pattern[0], pattern[15:1]};
            slow_clk <= 0;
        end else begin
            slow_clk <= slow_clk + 1;
        end
    end
    function automatic [31:0] idx;
    input [2:0] digit;
    input [15:0] segment;
    reg   [2:0] seg_off;
    begin
        case (segment)
        "T": seg_off = 0;
        "TR": seg_off = 1;
        "BR": seg_off = 2;
        "B": seg_off = 3;
        "BL": seg_off = 4;
        "TL": seg_off = 5;
        "C": seg_off = 6;
        default: seg_off = 7;
        endcase
        idx = {(29'd0+digit), seg_off};
    end
    endfunction
    assign HEX[idx(0,"T")] = pattern[0];  
    assign HEX[idx(1,"T")] = pattern[1]; 
    assign HEX[idx(2,"T")] = pattern[2];  
    assign HEX[idx(3,"T")] = pattern[3];  
    assign HEX[idx(4,"T")] = pattern[4];  
    assign HEX[idx(5,"T")] = pattern[5];  
    assign HEX[idx(5,"TR")] = pattern[6]; 
    assign HEX[idx(5,"BR")] = pattern[7]; 
    assign HEX[idx(5,"B")] = pattern[8];  
    assign HEX[idx(4,"B")] = pattern[9];  
    assign HEX[idx(3,"B")] = pattern[10]; 
    assign HEX[idx(2,"B")] = pattern[11]; 
    assign HEX[idx(1,"B")] = pattern[12]; 
    assign HEX[idx(0,"B")] = pattern[13]; 
    assign HEX[idx(0,"BL")] = pattern[14];
    assign HEX[idx(0,"TL")] = pattern[15];
    assign HEX[idx(0,"TR")] = 1;
    assign HEX[idx(0,"BR")] = 1;
    assign HEX[idx(0,"C")] = 1;
    assign HEX[idx(0,"D")] = SW[0];
    generate for (i = 1; i < 5; i = i + 1) begin
        assign HEX[idx(i,"TR")] = 1;
        assign HEX[idx(i,"BR")] = 1;
        assign HEX[idx(i,"TL")] = 1;
        assign HEX[idx(i,"BL")] = 1;
        assign HEX[idx(i,"C")] = KEY[4 - i];
        assign HEX[idx(i,"D")] = 1;
    end endgenerate
    assign HEX[idx(5,"TL")] = 1;
    assign HEX[idx(5,"BL")] = 1;
    assign HEX[idx(5,"C")] = 1;
    assign HEX[idx(5,"D")] = 1;
    reg [7:0] x_i = 0;
    reg [6:0] y_i = 0;
    reg [2:0] col_i = 3'd1;
    always @(posedge CLOCK_50) begin
        if (y_i == 119) begin
            y_i <= 0;
            if (x_i == 159) begin 
                x_i <= 0;
            end else begin
                x_i <= x_i + 1;
            end
        end else begin 
            y_i <= y_i + 1;
        end
        if (col_i < 7) begin
            col_i <= col_i + 1;
        end else begin
            col_i <= 3'd1;
        end
    end
    assign x = x_i;
    assign y = y_i;
    assign colour = col_i;
    assign plot = 1;
    assign vga_resetn = 1;
endmodule
```

## flow/run.sh

```bash
#!/bin/bash
# OpenROAD 26Q1-2900-gdf79404cd8, Yosys 0.63+post, stock flow scripts
make -C /OpenROAD-flow-scripts/flow DESIGN_CONFIG=/design/flow/config.mk WORK_HOME=/design/flow/orfs finish
```

## flow/config.mk

```make
export PLATFORM = sky130hd
export DESIGN_NAME = main
export DESIGN_NICKNAME = main
export VERILOG_FILES = /design/flow/design.v
export SDC_FILE = /design/flow/constraint.sdc
export NUM_CORES = 4
export LEC_CHECK = 1
export CORE_UTILIZATION = 40
```

## flow/constraint.sdc

```tcl
current_design main

set clk_period 2.9
set clk_io_pct 0.2

create_clock -name clk0 -period $clk_period [get_ports {CLOCK_50}]

set non_clock_inputs [all_inputs -no_clocks]
set_input_delay [expr $clk_period * $clk_io_pct] -clock clk0 $non_clock_inputs
set_output_delay [expr $clk_period * $clk_io_pct] -clock clk0 [all_outputs]
```

==> flow_summary.json <==
{
  "worst_setup_path_start_kind": "input port",
  "routabilityCongestion": 0.7380,
  "critPathMostFrequentCell": "buf_4",
  "rsz0062_at_grt": "true",
  "hold_viol": 0,
  "dp_slack_ns": -0.2143,
  "postSynthSeqShare": 0.5359,
  "yosys_area_um2": 2092,
  "grt_max_degree": 19,
  "viasPerCell": 4.282,
  "clock_skew_ns": 0.008135,
  "htreeDepth": 2,
  "grt_pass1_wl_um": 4947,
  "syn_area_per_cell_um2": 11.49,
  "fin_crit_ns": 2.853,
  "cts_buffers": 5,
  "slew-limit-headroom": 0.5624,
  "critical_path_required_ns": 2.32,
  "num_io_pins": 93,
  "die_height_um": 74.32,
  "arrival_ns": 2.27,
  "n_antenna_cell": 0,
  "grt_overflow": 0,
  "die_x_um": 74.32,
  "critical_path_class": "in2out",
  "top_cell_area_share": 0.3445,
  "hold_path_class": "reg2reg",
  "initCoreUtil": 0.4287,
  "min_period_over_period": 0.9839,
  "setup_ws_ns": 0.04672,
  "drv_slew": 0,
  "drc": 0,
  "leakage_uw": 0.001195,
  "clk_latency_ns": 0.29,
  "cap_violations": 0,
  "vias": 1366,
  "yosys-top-cells-area": "edfxtp_1, dfxtp_1, buf_4",
  "cts_buffer_depth": 2,
  "netlist_instances": 182,
  "syn_to_final_growth_pct": 34.87,
  "grt_pass1_vias": 1090,
  "drt-total-wl_um": 3354,
  "drive_gt1_frac": 0.1151,
  "cpMaxStageDelayCell": "xnor3_2",
  "worst_pin_slew_ns": 0.6550,
  "postCtsHoldBufs": 0,
  "hpwl_um": 2519,
  "powerDensity_nw_per_um2": 445.9,
  "warnings": 27,
  "io_buffers": 55,
  "max_stage_delay_ns": 0.45,
  "ys.flop_type": "edfxtp_1",
  "netlist_area_um2": 2092,
  "netlist-cell-type-count": 33,
  "cts_tree": "done",
  "status": "finished, final reports clean",
  "path_max_fanout": 3,
  "dr.pass1.iters": 4,
  "edf_count": 24,
  "crit_family": "buffers and inverters",
  "antenna_found_initial": 0,
  "core_area_um2": 4880,
  "postRouteAntennaNets": 0,
  "clk_pin_slew_ns": 0.07,
  "synth_flops": 44,
  "nFillCells": 440,
  "root_buffer": "clkbuf_8",
  "ir_drop_uv": 326.2,
  "drt_iter0_drc": 38,
  "post-synth-top-area-cell": "edfxtp_1",
  "path_cells": "dlygate4sd2_1, xnor2_2, buf_4, buf_4, xor2_2, xnor3_2, clkdlybuf4s50_1",
  "grt_use_total": 0.1214,
  "wire_per_inst_um": 10.51,
  "fmaxAchievable_mhz": 350.5,
  "dieArea_um2": 5523,
  "async_flop_share": 0,
  "clock-sinks": 44,
  "synth-warning-count": 1,
  "setup_viol": 0,
  "ys_cells": 182,
  "num_rows": 25,
  "path_buffers": 4,
  "endpoint_kind": "output pin",
  "setup_tns_ns": 0
}
[cell type report]
cell class / instances / area (um^2) / share of cell area
clock buffer: 5 / 68.82 / 0.02439
clock inverter: 3 / 37.54 / 0.01330
inverter: 6 / 22.52 / 0.007982
multi-input combinational: 125 / 835.8 / 0.2962
sequential: 44 / 1121 / 0.3973
tap: 67 / 83.83 / 0.02971
timing repair buffer: 69 / 651.9 / 0.2310
[layer usage]
layer,global-route usage,up-vias,part of all wire
met5,0,-,0
met4,0.02096,0,0.018
met3,0.03846,7,0.089
met2,0.1677,49,0.42
met1,0.2032,619,0.47
li1,-,691,-
[kinds of logic (layout without fill, tap and decap cells)]
kind of cell	count (synthesis)	count (layout)	share of synthesized area
xor+xnor	26	26	0.1304
mux	2	2	0.009570
simple gates	52	52	0.1226
compound gates	12	12	0.03947
other cells	1	29	0.001793
flops	44	44	0.5359
fa+ha+maj	4	4	0.02392
buf+inv	41	83	0.1364
[worst reg2reg max path, delay by kind of cell (launching register included)]
family,cells,cell delay [ns]
flops,1,0.38
simple gates,2,0.73
fa+ha+maj,1,0.22
buf+inv,1,0.30
[registers in the layout, indices dropped and copies added (netlist names)]
signal    cells
col_i         3
pattern      16
slow_clk     10
x_i           8
y_i           7
[worst paths after layout]
kind | start | endpoint | slack, ns | cells after the start
setup / recovery | SW[8] | LED[1] | 0.05 | 7
hold / removal | col_i[0] | col_i[0] | 0.43 | 1
setup reg to reg | y_i[0] | x_i[7] | 0.99 | 4
hold reg to reg | col_i[0] | col_i[0] | 0.43 | 1
[metrics by stage]
stage / utilization / instances / hold slack (ns) / power [uW] / area, um^2
6_report: 0.5782 / 319 / 0.4346 / 1258 / 2821
3_3_place_gp: 0.5433 / 306 / 0.4217 / 823.7 / 2651
4_1_cts: 0.5741 / 317 / 0.4395 / 1273 / 2801
2_1_floorplan: - / 210 / 0.3888 / 747.9 / 2203
5_1_grt: 0.5782 / 319 / 0.4586 / 1321 / 2821
3_5_place_dp: 0.5433 / 306 / 0.4192 / 823.7 / 2651
[where the power goes]
| group | internal [uW] | switching [uW] | total (uW) |
|---|---|---|---|
| logic | 125 | 40.9 | 166 |
| registers | 649 | 0 | 649 |
| clock network | 251 | 192 | 443 |
| total | 1020 | 233 | 1260 |
[cell usage after synthesis, types with 3 or more instances]
library cell / count
dfxtp_1: 20
ha_1: 4
buf_4: 35
o21ai_0: 3
xor2_1: 13
nand2_1: 11
nand3_1: 10
edfxtp_1: 24
nor2b_1: 3
xnor2_1: 9
nor2_1: 15
inv_1: 6
[timing repair]
| item | 4_1_cts | 5_1_grt |
|---|---|---|
| hold endpoints to repair | 0 | 0 |
| setup buffers | 3 | 2 |
| resized | 11 | 2 |
| pin swaps | 9 | 4 |
| endpoints found under the setup margin | 6 | 2 |
[placed cells by master (no fill, tap or decap), types with 3 or more instances in the layout]
cell | synthesis | routed
ha_1 | 4 | 4
conb_1 | 1 | 29
buf_4 | 35 | 14
nand3_1 | 10 | 10
xnor2_1 | 9 | 7
xor2_1 | 13 | 11
dfxtp_1 | 20 | 20
nand2_1 | 11 | 11
inv_1 | 6 | 6
dlygate4sd2_1 | 0 | 7
xnor2_2 | 2 | 4
o21ai_0 | 3 | 3
clkdlybuf4s50_1 | 0 | 46
clkbuf_8 | 0 | 5
edfxtp_1 | 24 | 24
nor2_1 | 15 | 15
nor2b_1 | 3 | 3
No activity file was given, so power comes from the tool's default toggle rates.
