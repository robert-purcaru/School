### flow/run.sh
#!/bin/bash
# OpenROAD 26Q1-2900-gdf79404cd8, Yosys 0.63+post, stock flow scripts
make -C /OpenROAD-flow-scripts/flow DESIGN_CONFIG=/design/flow/config.mk WORK_HOME=/design/flow/orfs finish
### flow/config.mk
export PLATFORM = sky130hd
export DESIGN_NAME = part2
export DESIGN_NICKNAME = part2
export VERILOG_FILES = /design/flow/design.v
export SDC_FILE = /design/flow/constraint.sdc
export NUM_CORES = 4
export LEC_CHECK = 1
export CORE_AREA = 10 10 74 74
export DIE_AREA = 0 0 84 84
### flow/constraint.sdc
current_design part2

set clk_period 5.9
set clk_io_pct 0.2

create_clock -name clk0 -period $clk_period [get_ports {ClockIn}]

set non_clock_inputs [all_inputs -no_clocks]
set_input_delay [expr $clk_period * $clk_io_pct] -clock clk0 $non_clock_inputs
set_output_delay [expr $clk_period * $clk_io_pct] -clock clk0 [all_outputs]
### flow/design.v
module part2(ClockIn, Reset, Speed, CounterValue);
	input ClockIn, Reset;
	input [1:0] Speed;
	output reg [3:0] CounterValue;
	reg [11:0] RateDivider;
	always @(posedge ClockIn)
	begin 
		if (Reset)
		begin
			CounterValue <= 0;
			RateDivider <= 0;
		end
		else if(RateDivider == 0)
		begin
			case (Speed)
				0: RateDivider <= 12'd0;
				1: RateDivider <= 12'd499;
				2: RateDivider <= 12'd999;
				3: RateDivider <= 12'd1999;
			endcase
			CounterValue <= CounterValue + 1;
		end
		else RateDivider <= RateDivider - 1;
	end
endmodule
==> flow_metrics.py <==
# Metrics from the implementation run
metrics = {
    "power_and_ir_drop": {
        "leakage_uw": 0.000398,
        "vdd_drop_max_mv": 0.116,
        "powerDensity_mw_per_mm2": 494,
    },
    "worst_setup_path": {
        "rrSetupSlack_ns": 3.81,
        "cp_max_fo": 5,
        "path_class": "in -> reg",
        "end_kind": "flop",
        "cp_data_arrival_time_ns": 2.43,
        "worstPathRequired_ns": 6.01,
        "reg2reg_to": "RateDivider[1]",
        "crit_family": "buffers and inverters",
        "slowest_delay_ns": 0.45,
        "reg2regPathDepth": 6,
        "critPathMostFrequentCell": "inv_1",
        "path_cells": "clkdlybuf4s50_1 > inv_1 > ha_1 > inv_1 > o21ai_0 > a21oi_1",
        "start_kind": "primary input",
        "worstReg2RegStart": "RateDivider[0]",
        "cp.buffers_inverters": 3,
        "crit_slowest_cell": "clkdlybuf4s50_1",
    },
    "min_path": {
        "hold_end": "RateDivider[0]",
        "hold_class": "reg -> reg",
        "min-delay-start": "RateDivider[0]",
        "hold_depth": 1,
    },
    "timing": {
        "slew_headroom_pct": 59.7,
        "fmax_mhz": 430,
        "drv_slew": 0,
        "hold-worst-slack_ns": 0.478,
        "rsz0062_at_grt": "false",
        "setup_viol": 0,
        "tightest_slew_ns": 0.600,
        "finalHoldViolations": 0,
        "setup_ws_ns": 3.57,
        "period_used_pct": 39.4,
        "period_minus_slack_ns": 2.33,
        "finClkSkew_ns": 0.00421,
        "tns_ns": 0,
    },
    "job": {
        "tool_warnings": 29,
        "drv_cap": 0,
    },
    "global_routing": {
        "grt_max_degree": 20,
        "grt_pass1_vias": 629,
        "grt_pass1_wl_microns": 2750,
        "grt_usage_pct": 4.32,
        "antenna_found_initial": 0,
        "grt_overflow": 0,
    },
    "outcome": {
        "status": "finished clean",
    },
    "cts": {
        "clock_path_buffers": 2,
        "cts_resized": 0,
        "post_cts_buffers": 0,
        "cts.sinks": 16,
        "clk_pin_slew_ns": 0.06,
        "cts_max_level": 1,
        "cts_tree": "built",
        "clockRootBuffer": "clkbuf_8",
        "cts-buffers-inserted": 3,
        "insertion_delay_ns": 0.25,
        "ctsHoldBuffers": 0,
    },
    "synthesis": {
        "synth_flops": 16,
        "netlist-cell-type-count": 31,
        "top_area_cell": "dfxtp_1",
        "syn_area_per_cell_sq_um": 9.38,
        "ys_cells": 89,
        "synth_seq_share_pct": 38.4,
        "synth_area_sq_um": 835,
        "syn_inst": 89,
        "yosys_warnings": 1,
        "async_flop_share_pct": 0,
        "yosys_area_sq_um": 835,
        "yosys_most_used_dff": "dfxtp_1",
        "area_leaders": "dfxtp_1 (38%), ha_1 (10%), xor2_1 (6.3%)",
        "edf_count": 0,
        "top_area_share_pct": 38.4,
    },
    "placement": {
        "pre_cts_ws_ns": 3.31,
        "io_buffers": 7,
        "hpwlAfterDp_microns": 1180,
        "gp_congestion": 0.790,
    },
    "die": {
        "fp-row-count": 23,
        "dieWidth_microns": 84,
        "die_h_microns": 84,
        "core_sq_mm": 0.00397,
        "boundaryPins": 8,
        "fp_util_pct": 21.0,
        "die_area_sq_mm": 0.00706,
    },
    "detailed_routing": {
        "dr.first_iter.drc_count": 55,
        "num_vias": 647,
        "wl_per_cell_microns": 10.6,
        "ant_nets": 0,
        "wirelength_microns": 1570,
        "avgViaCountPerCell": 4.37,
        "first_pass_iters": 2,
        "antenna_cells": 0,
        "drc": 0,
    },
    "final_layout": {
        "num-fill-cells": 429,
        "layout_top_cell": "dfxtp_1",
        "logic_area_sq_um": 483,
        "drive_gt1_share_pct": 8.16,
        "mostFrequentLayoutCells": "dfxtp_1 (16), nor2_1 (9), a21oi_1 (8)",
        "syn_to_final_growth_pct": 21.4,
        "seq_area_sq_um": 320,
    },
}
registers in the layout, summed over array words and instances (netlist names):
| signal | flops |
|---|---|
| RateDivider | 12 |
| CounterValue | 4 |
through the flow:
stage,area (sq um),instances,util (%),total power [uW]
after floorplan,835,89,-,358
after global placement,958,144,24.1,401
after detailed placement,958,144,24.1,406
after CTS,1010,148,25.5,505
after global routing,1010,148,25.5,540
final,1010,148,25.5,501
power by group:
part	total (uW)	internal [uW]	switching (uW)
Combinational	221	102	119
Clock	96.7	59.1	37.5
Sequential	183	144	38.4
metal layers:
| metal | wire length, microns | track usage, % | vias to the layer above |
|---|---|---|---|
| li1 | - | - | 333 |
| met1 | 765 | 5.32 | 310 |
| met2 | 767 | 7.74 | 2 |
| met3 | 10 | 0.591 | 2 |
| met4 | 21 | 0.913 | 0 |
| met5 | 0 | 0 | - |
cell usage after synthesis, drive strengths merged, types with 2 or more instances:
cell type / count
dfxtp: 16
nor2: 9
a21oi: 8
ha: 7
inv: 6
xor2: 6
nand2: 4
nand3: 3
xnor2: 3
a211oi: 2
buf: 2
nand3b: 2
nor2b: 2
nor3: 2
nor4: 2
o21ai: 2
o31ai: 2
kinds of logic (layout without fill, tap and decap cells):
group / after synthesis / count (layout) / share of synthesized area (%)
DFF: 16 / 16 / 38.4
adders and majority gates: 7 / 7 / 10.5
and+or+nand+nor: 29 / 29 / 21.9
buffers and inverters: 8 / 17 / 3.75
muxes: 2 / 2 / 2.55
AOI/OAI and AO/OA: 18 / 18 / 13.5
xor gates and xnor gates: 9 / 9 / 9.45
area by class of cell:
type                       count  area share [%]
tap                           50            6.17
clock buffer                   4            5.43
sequential                    16            31.6
timing repair buffer           7            6.91
inverter                       6            2.22
multi-input combinational     65            47.7
how the worst max path moves through the flow:
stage	depth (start not counted)	to	slack [ns]	from
CTS	1	CounterValue[0]	3.56	CounterValue[0]
global route	6	RateDivider[1]	3.42	Speed[1]
finish	6	RateDivider[1]	3.57	Speed[0]
Power is estimated from default activity; no workload was simulated.
